==> design/flow/design.v <==
module ALU(src0, src1, ctrl, shamt, result, ov, zr, ne);
  input [15:0] src0, src1;
  input [2:0] ctrl;
  input [3:0] shamt;
  output [15:0] result;
  output ov, zr, ne;
  wire [15:0] unsat, subOp;
  localparam add = 3'b000;  
  localparam lhb = 3'b001;
  localparam sub = 3'b010;
  localparam andy = 3'b011;
  localparam nory = 3'b100;
  localparam sll = 3'b101;
  localparam srl = 3'b110;
  localparam sra = 3'b111;
  assign unsat = (ctrl==add) ? src0+src1:
                 (ctrl==lhb) ? {src0[7:0], src1[7:0]}:
                 (ctrl==sub) ? src0-src1:
                 (ctrl==andy)? src0&src1:
                 (ctrl==nory)? ~(src0|src1):
                 (ctrl==sll) ? src0<<shamt:
                 (ctrl==srl) ? src0>>shamt:
                 (ctrl==sra) ? {$signed(src0) >>> shamt}:
                 17'h00000;  
  assign subOp = ~src1 + 1'b1;
  assign src1Sign = ctrl==sub ? ((src1==16'h8000) ? 1'b0 : subOp[15]) : src1[15];          
  assign subCornerCase = !(ctrl==sub && src1 == 16'h8000 && src0[15]); 
  assign negativeOverflow = (src0[15] && src1Sign && !unsat[15] && subCornerCase);
  assign positiveOverflow = (!src0[15] && !src1Sign && unsat[15]);
  assign result = (positiveOverflow && (ctrl==add || ctrl==sub)) ? 16'h7fff :
               (negativeOverflow && (ctrl==add || ctrl==sub)) ? 16'h8000 : unsat;
  assign ov = (positiveOverflow || negativeOverflow);
  assign zr = ~|result;
  assign ne = result[15];
endmodule
module BranchJumpAdder(jal, pcNext, branchOffset, jumpOffset, result);
  input jal;
  input [15:0] pcNext;
  input [8:0] branchOffset;
  input [11:0] jumpOffset;
  output [15:0] result;
  assign result = pcNext+(jal?{{4{jumpOffset[11]}},jumpOffset}:{{7{branchOffset[8]}},branchOffset});
endmodule
module Execute(p0, p1, pcNext, imm, shamt, aluOp, branchOp, aluSrc0, aluSrc1, regWe, memWe, addz, b, jal, jr, ov_EX_MEM, zr_EX_MEM, ne_EX_MEM, ov_EX, zr_EX, ne_EX, aluResult, branchAddr, branch, regWriteEnable, memoryWriteEnable);
  input[15:0] p0, p1, pcNext;
  input[11:0] imm;
  input [3:0] shamt;
  input [2:0] aluOp, branchOp;
  input aluSrc0, aluSrc1, regWe, memWe, addz, b, jal, jr;
  input ov_EX_MEM, zr_EX_MEM, ne_EX_MEM;
  output ov_EX, zr_EX, ne_EX;
  output [15:0] aluResult, branchAddr;
  output branch, regWriteEnable, memoryWriteEnable;
  wire [15:0] src0, src1, branchJumpResult;
  SRC_MUX srcmux(.p0(p0),
                 .p1(p1), 
                 .imm(imm[7:0]), 
                 .aluSrc0(aluSrc0),
                 .aluSrc1(aluSrc1),
                 .src0(src0),
                 .src1(src1));
  ALU alu(.src0(src0), 
          .src1(src1), 
          .ctrl(aluOp), 
          .shamt(shamt),
          .result(aluResult), 
          .ov(ov_EX),           
          .zr(zr_EX),
          .ne(ne_EX)); 
  BranchJumpAdder branchjumpadder(.pcNext(pcNext),
                          .jal(jal),
                          .branchOffset(imm[8:0]),
                          .jumpOffset(imm),
                          .result(branchJumpResult));
  localparam neq    = 3'b000;
  localparam eq     = 3'b001;
  localparam gt     = 3'b010;
  localparam lt     = 3'b011;
  localparam gte    = 3'b100;
  localparam lte    = 3'b101;
  localparam ovfl   = 3'b110;
  localparam uncond = 3'b111; 
  assign branchAddr = jr ? p0:  
                      branchJumpResult; 
  assign branch = jal | jr |
                    (b &
                      ((branchOp == uncond) |
                      ((branchOp == neq) & !zr_EX_MEM) |
                      ((branchOp == eq) & zr_EX_MEM) |
                      ((branchOp == gt) & !(zr_EX_MEM | ne_EX_MEM)) |
                      ((branchOp == lt) & ne_EX_MEM) |
                      ((branchOp == gte) & !ne_EX_MEM) |
                      ((branchOp == lte) & (ne_EX_MEM | zr_EX_MEM)) |
                      ((branchOp == ovfl) & ov_EX_MEM)));  
  assign regWriteEnable = (!branch || jal) && (regWe || (addz && zr_EX_MEM));
  assign memoryWriteEnable = !branch & memWe; 
endmodule
module SRC_MUX(p0, p1, imm, aluSrc0, aluSrc1, src0, src1);
  input[15:0] p0, p1;
  input[7:0] imm;
  input aluSrc0, aluSrc1;
  output[15:0] src0, src1;
  assign src0 = aluSrc0 ? {{8{imm[7]}},imm} : p0;
  assign src1 = aluSrc1 ? {{12{imm[3]}},imm[3:0]} : p1;
endmodule
==> design/flow/run.sh <==
#!/bin/bash
# OpenROAD 26Q1-2900-gdf79404cd8, Yosys 0.63+post, stock flow scripts
make -C /OpenROAD-flow-scripts/flow DESIGN_CONFIG=/design/flow/config.mk WORK_HOME=/design/flow/orfs finish
==> design/flow/config.mk <==
export PLATFORM = sky130hd
export DESIGN_NAME = Execute
export DESIGN_NICKNAME = Execute
export VERILOG_FILES = /design/flow/design.v
export SDC_FILE = /design/flow/constraint.sdc
export NUM_CORES = 4
export LEC_CHECK = 1
export CORE_UTILIZATION = 30
==> design/flow/constraint.sdc <==
current_design Execute

set clk_period 17.8
set clk_io_pct 0.2

create_clock -name clk0 -period $clk_period

set non_clock_inputs [all_inputs -no_clocks]
set_input_delay [expr $clk_period * $clk_io_pct] -clock clk0 $non_clock_inputs
set_output_delay [expr $clk_period * $clk_io_pct] -clock clk0 [all_outputs]
==> flow_summary_export.csv <==
group,metric,value,unit
critical_path,arrival,8.56,ns
drt,viasPerCell,6.12,
grt,grt_pass1_vias,7078,
final_timing,fmax,82.5,MHz
die,rows,52,
final_timing,slew-limit-headroom,31.3,%
drt,firstDrtPassIters,5,
grt,grt-ovfl-total,0,
flow_run,warnings,63,
final_timing,hold_viol_final,0,
final_timing,worst_slack,5.68,ns
clock_tree,hold_buffers,0,
pwr,ir_drop,18.3,µV
critical_path,crit_path_end_kind,"output port",
grt,antenna_found_initial,0,
drt,diodes,0,
finish,area_growth,20.9,%
placed_design,dp_worst_setup_slack,5.74,ns
drt,drt_iter0_markers,666,
critical_path,cp_slowest_stage_delay,0.78,ns
final_timing,whs,8.03,ns
finish,final-seq-area,0,µm²
grt,gr-usage-all-layers,25.3,%
critical_path,critPathMaxFanout,15,
die,core,20300,µm²
drt,drc,0,
min_path,hold_class,"primary input to output port",
min_path,worst_hold_path.num_cells,3,
min_path,min_from,"memWe",
yosys,yosys-stat-area,6250,µm²
final_timing,finalSetupViolCount,0,
flow_run,cap_violations,0,
critical_path,crit_chain,"clkdlybuf4s50_1 -> and2_1 -> a21oi_1 -> ha_1 -> and3_1 -> and3_1 -> a211oi_1 -> a21oi_1 -> o211ai_1 -> mux2i_1 -> a211oi_2 -> and4_1 -> o21ai_0 -> clkdlybuf4s50_1",
critical_path,cp_top_family,"AND-OR/OR-AND gates",
placed_design,hpwl,21300,µm
finish,fin_util,37.2,%
min_path,hold_end,"memoryWriteEnable",
die,fp-utilization,30.8,%
grt,grt_max_degree,51,
finish,layout-drive-gt1-share,6.78,%
pwr,leakage,3.01,nW
yosys,synthCells,919,
yosys,ys_cells,919,
placed_design,post_dp_cell_area,7560,µm²
yosys,mappedNetlistArea,6250,µm²
final_timing,rsz0062_at_grt,"no",
die,chipArea,21400,µm²
die,fp.dieW,146,µm
grt,grt_pass1_wl,41800,µm
finish,seq_cells,0,
yosys,seq_area_frac_synth,0,%
die,die_h,146,µm
drt,postRouteAntennaNets,0,
placed_design,portBuffers,119,
status,outcome,"complete, no violations",
finish,clock_buffers,0,
die,io_pins,119,
drt,drt-total-wl,26900,µm
critical_path,required,14.24,ns
yosys,yosys_warnings,4,
drt,wl_per_cell,21.4,µm
final_timing,finalCritPeriodShare,68.1,%
yosys,ys_types,84,
critical_path,crit_type,"primary input to output port",
final_timing,setup_tns,0,ns
finish,design_area,7560,µm²
clock_tree,post_cts_buffers,0,
final_timing,finalCriticalPeriod,12.12,ns
final_timing,worst_pin_slew,1.02,ns
drt,via_count,7695,
yosys,synth.avg_cell_area,6.80,µm²
critical_path,critPathBufInv,2,
clock_tree,cts_resized,0,
critical_path,start_kind,"primary input",
placed_design,gp_congestion,0.994,
final_timing,maxSlewViolCount,0,
pwr,p_per_area,36.9,nW/µm²
critical_path,slowest_stage,"clkdlybuf4s50_1",
where the power goes:
| part | leakage (nW) | internal, mW | total (mW) | switching (mW) |
|---|---|---|---|---|
| combinational | 3.01 | 0.124 | 0.279 | 0.155 |
| sequential | 0 | 0 | 0 | 0 |
| clock | 0 | 0 | 0 | 0 |
| total | 3.01 | 0.124 | 0.279 | 0.155 |
cells in the mapped netlist, types with 17 or more instances:
cell	n	area [µm²]
o211ai_1	20	150
a21oi_1	71	355
nor3_1	27	135
nand2_1	85	319
a211oi_1	18	135
ha_1	62	776
mux2_2	19	214
xnor2_1	19	166
nand2b_1	17	106
a31oi_1	21	131
clkbuf_1	35	131
nor2_1	64	240
o21ai_0	67	335
nand3_1	18	90.1
mux2i_1	34	340
inv_1	59	221
final cells by class:
type | instances | area (µm²)
Tap cell | 270 | 338
Timing Repair Buffer | 134 | 1290
Multi-Input combinational cell | 790 | 5680
Fill cell | 2181 | 12700
Inverter | 64 | 240
worst max path at each step:
stage	startpoint	to	slack, ns	cells after the start
6_report	imm[3]	aluResult[1]	5.68	14
5_1_grt	aluSrc0	aluResult[6]	5.21	15
4_1_cts	imm[3]	aluResult[3]	5.72	14
placed cells by master, fill, tap and decap left out, types with 12 or more instances in the layout:
cell type,synthesis,final
a211oi_1,18,18
a21oi_1,71,71
nor3_1,27,27
o31ai_1,12,12
a31oi_1,21,21
a21o_1,12,12
nand2_1,85,85
xnor2_1,19,19
o21ai_0,67,67
mux2_2,19,19
nor2b_1,13,13
nor2_1,64,64
inv_1,59,59
mux2i_1,34,34
buf_4,2,15
mux4_2,13,13
o21bai_1,13,13
nand3_1,18,18
ha_1,62,62
nand2b_1,17,17
o211ai_1,20,20
clkdlybuf4s50_1,0,117
metrics by stage:
| step | power [mW] | instances |
|---|---|---|
| global placement | 0.275 | 1258 |
| detailed placement | 0.272 | 1258 |
| global route | 0.303 | 1258 |
| floorplan | 0.170 | 919 |
| CTS | 0.274 | 1258 |
| finish | 0.279 | 1258 |
cell families after synthesis:
family	share of synthesized area (%)
AOI/OAI and AO/OA	36.5
and+or+nand+nor	23.4
buffers and inverters	9.05
muxes	14.4
adders and majority gates	13.4
xor gates and xnor gates	3.22
metal layers:
metal	track usage, %	part of all wire (%)	wire length [µm]	up-vias
met2	40.0	45	12000	426
met5	0	0	0	-
met1	35.9	43	11700	3595
met3	3.57	8.1	2180	65
met4	7.34	3.9	1050	0
li1	-	-	-	3609
Power and IR drop assume default switching activity.
