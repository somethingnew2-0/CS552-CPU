==> design/flow/config.mk <==
export PLATFORM = sky130hd
export DESIGN_NAME = cache_controller
export DESIGN_NICKNAME = cache_controller
export VERILOG_FILES = /design/flow/design.v
export SDC_FILE = /design/flow/constraint.sdc
export NUM_CORES = 4
export LEC_CHECK = 1
export CORE_AREA = 10 10 172 172
export DIE_AREA = 0 0 182 182
==> design/flow/constraint.sdc <==
current_design cache_controller

set clk_period 5.0
set clk_io_pct 0.2

create_clock -name clk0 -period $clk_period [get_ports {clk}]

set non_clock_inputs [all_inputs -no_clocks]
set_input_delay [expr $clk_period * $clk_io_pct] -clock clk0 $non_clock_inputs
set_output_delay [expr $clk_period * $clk_io_pct] -clock clk0 [all_outputs]
==> design/flow/design.v <==
module cache_controller(clk, rst_n, i_addr, d_addr, wr_data, i_acc, d_acc, read, write, i_hit, d_hit, dirty, mem_rdy, d_tag, d_line, m_line, i_data, i_we, d_data, d_dirt_in, d_we, d_re, m_re, m_we, m_addr, m_data, rdy);
input clk, rst_n, i_hit, d_hit, dirty, mem_rdy, i_acc, d_acc, read, write;
input [7:0] d_tag;
input [15:0] i_addr, d_addr, wr_data;
input [63:0] d_line, m_line;
output reg i_we, d_we, d_re, m_we, m_re, d_dirt_in, rdy;
output reg [13:0] m_addr;
output reg [63:0] i_data, d_data, m_data;
reg [1:0] state, nextState;
reg [63:0] wiped;
localparam empty = 16'hFFFF;  
localparam START = 2'b00;
localparam EXTRA = 2'b01;
localparam SERVICE_MISS = 2'b10;
localparam WRITE_BACK = 2'b11;
always @(posedge clk, negedge rst_n)
	if(!rst_n) begin
		state <= START;
	end else
		state <= nextState;
always @(*) begin  
	i_we = 1'b0;
	d_we = 1'b0;
	m_we = 1'b0;
	d_re = 1'b0;
	m_re = 1'b0;
	m_addr = 14'd0;
	i_data = 64'd0;
	d_data = 64'd0;
	m_data = d_line;
	d_dirt_in = 1'b0;
	rdy = 1'b0;
	nextState = START;
	case(state)
		START: 
			begin
				if(d_acc & !d_hit) begin  
					if(dirty) begin
						m_addr = {d_tag, d_addr[7:2]};
						m_we = 1'b1;
						nextState = WRITE_BACK;
					end else begin  
						m_addr = d_addr[15:2];
						m_re = 1'b1;
						nextState = SERVICE_MISS;
					end
				end else if(i_acc & !i_hit) begin
					m_addr = i_addr[15:2];
					m_re = 1'b1;
					nextState = SERVICE_MISS;
				end else begin  
					if(write)
						begin  
							d_we = 1'b1;
							wiped = d_line & ~(empty << 16 * d_addr[1:0]);  
							d_data = wiped | (wr_data << 16 * d_addr[1:0]);  
							d_dirt_in = 1'b1;  
						end
					rdy = 1'b1;
				end
			end
		SERVICE_MISS: 
			begin
				if(mem_rdy) begin  
					if(d_acc & !d_hit) begin  
						if(write) begin  
							d_we = 1'b1;
							wiped = m_line & ~(empty << 16 * d_addr[1:0]);  
							d_data = wiped | (wr_data << 16 * d_addr[1:0]);  
							d_dirt_in = 1'b1;
						end else begin  
							d_we = 1'b1;
							d_data = m_line;
						end
					end else begin  
						i_we = 1'b1;
						i_data = m_line;
					end
					nextState = START;  
				end else if(d_acc & !d_hit) begin  
					m_addr = d_addr[15:2];
					m_re = 1'b1;
					nextState = SERVICE_MISS;
				end else if(i_acc & !i_hit) begin  
					m_addr = i_addr[15:2];
					m_re = 1'b1;
					nextState = SERVICE_MISS;
				end
			end
		WRITE_BACK:  
			begin 
				m_addr = {d_tag, d_addr[7:2]};  
				m_we = 1'b1;
				if(mem_rdy) begin
					nextState = EXTRA;
				end else begin
					nextState = WRITE_BACK;
				end
			end
		EXTRA:
			begin
				m_re = 1'b1;
				m_addr = d_addr[15:2];
				nextState = SERVICE_MISS;
			end
		default: 
			begin 
			end
	endcase
end
endmodule
==> design/flow/run.sh <==
#!/bin/bash
# OpenROAD 26Q1-2900-gdf79404cd8, Yosys 0.63+post, stock flow scripts
make -C /OpenROAD-flow-scripts/flow DESIGN_CONFIG=/design/flow/config.mk WORK_HOME=/design/flow/orfs finish
==> metrics.cfg <==
[clock_tree]
clk_latency_ns=0.23
clock_sink_count=4
clockRootBuffer=clkbuf_16
cts_hold_repair.buffers=0
clk_pin_slew_ns=0.03
cts_tree=built
cts-buffers-inserted=3
postCtsSetupRepairBufs=0
clk_path_buf_depth=2
cts_max_level=1
post_cts.resized_instances=0

[placed_design]
hpwlAfterDp_microns=20840
gp_congestion=0.8993
io_buffer_count=402

[sta]
maxSlewHeadroom_pct=60.15
slew_viol_final=0
achievable-frequency_mhz=228.9
worst_pin_slew_ns=0.5959
final_sum_of_negative_setup_slack_ns=0
setup_viol=0
timing.final.crit_share_pct=87.36
finalClockSkew_ns=0.003253
final.min_clock_period_ns=4.368
finalHoldViolations=0
grt_setup_unrepaired=no

[pwr]
power_frac_comb_pct=84.7
switchingPower_w=0.0004191
ir_worst_vdd_uv=102.7
clock_power_share_pct=10.7
power_density_nw_per_um2=159.5
intPower_w=0.0007874
power_frac_seq_pct=4.6
switching_share_pct=34.74
total_leakage_power_nw=3.205

[setup_path]
path_cells=clkdlybuf4s50_1 > nand3b_1 > buf_12 > mux2i_1 > o22ai_1 > clkdlybuf4s50_1
path_max_fanout=14
critical-path-top-cell-by-count=clkdlybuf4s50_1
timing.setup.critical_path_class=in2out
capturing_element_type_of_the_critical_path=primary output
crit-reg2reg-launch=state[1]
worstRegToRegCells=4
crit_path_start_kind=input port
critPathArrivalTime_ns=3.37
worst-path-buf-inv=3
reg2reg_setup_slack_ns=3.88
path_delay_family=buffers and inverters
critical-path-slowest-cell=clkdlybuf4s50_1
worst_path_required_time_ns=4.00
critical_path.reg2reg.endpoint=state[1]
max_stage_delay_ns=0.72

[grt]
globalRouteTotalUtil_pct=13.79
first_global_vias=4964
global_route.overflow_total=0
pin_count_of_the_biggest_net_entering_global_routing=39
grt_pass1_wl_microns=35050
initial_antenna_violation_count=0

[synth]
post_synth_num_cell_types=38
synthesis.area_sq_um=3754
synth_flop_count=4
syn_inst=499
synth-area-yosys_sq_um=3754
ys_warn_count=1
yosys_cells=499
synth_sequential_area_ratio_pct=2.700
share_of_the_synthesized_area_in_the_top_cell_type_pct=36.27
top_cells_by_area=mux2i_1 36%, buf_4 14%, and2_1 11%
synth.avg_cell_area_sq_um=7.522
netlist.top_cell.by_area=mux2i_1

[job]
maxCapViolCount=0
tool_warnings=28

[finish]
largest_register_ff_count=4
layout_top_cells=402 x clkdlybuf4s50_1, 136 x mux2i_1, 66 x and2_1
drive_above_1_share_pct=3.778
regMostFlops=state
dominant_logic_cell_type_in_the_layout=clkdlybuf4s50_1
biggest_regs=state x4
final_util_pct=29.19
flow.area_growth_from_synthesis_pct=101.5

[drt]
drt-vias-per-instance=4.259
drt-initial-drc-count=166
wl_microns=24860
antenna_cells_inserted=0
route.detailed.wl_per_inst_microns=22.02
drt-pass1-iter-count=4
drc=0
num_vias=4808
antenna_violating_nets_post_route=0

[hold_path]
min-delay-path-class=reg2reg
min-delay-start=state[0]
whs_path_depth=2
holdPathEnd=state[0]

[floorplanning]
rows=59
chip_area_sq_um=33120
io_pins=407
core_area_sq_um=25910
die_height_microns=182
fp.dieW_microns=182
floorplan.core_util_pct=14.49

[run_status]
status=completed

cell families (layout without fill, tap and decap cells):
| group | after synthesis | after routing | synth area share [%] |
|---|---|---|---|
| AND-OR/OR-AND | 112 | 112 | 19.53 |
| buffers and inverters | 137 | 432 | 23.90 |
| flip-flops | 4 | 4 | 2.700 |
| multiplexers | 136 | 136 | 36.27 |
| other | 1 | 1 | 0.09990 |
| AND/OR/NAND/NOR | 109 | 109 | 17.50 |
stage by stage:
step | area (sq um) | std cells | hold slack (ns) | setup slack, ns | power [W]
6_report | 7564 | 1129 | 0.4883 | 0.6322 | 0.001207
5_1_grt | 7564 | 1129 | 0.5124 | 0.5494 | 0.001299
4_1_cts | 7564 | 1129 | 0.4971 | 0.6829 | 0.001225
3_5_place_dp | 7485 | 1125 | 0.4827 | 0.6940 | 0.001087
3_3_place_gp | 7485 | 1125 | 0.4700 | 0.6769 | 0.001093
2_1_floorplan | 3754 | 499 | 0.4466 | 2.048 | 0.0004325
worst reg2reg max path, cell delays in order, from the launching register on:
cell      delay [ns]
dfrtp_1         0.44
nor2b_1         0.18
buf_4           0.19
a21oi_1         0.12
o21bai_1        0.07
cell type report:
class	instances	area, sq um
Inverter	10	37.54
Tap cell	335	419.2
Multi-Input combinational cell	358	2770
Clock buffer	4	78.83
Timing Repair Buffer	418	4156
Sequential cell	4	101.3
Fill cell	2726	18350
worst max-delay path by stage:
| stage | start | to | cells after the start |
|---|---|---|---|
| after CTS | d_addr[0] | d_data[18] | 6 |
| after global routing | d_hit | m_addr[3] | 6 |
| final | d_addr[0] | d_data[18] | 6 |
Yosys cell counts:
cell type and instances:
nand2b_1 3, and2b_4 1, mux2i_1 136, and2_4 1
nor2_1 16, o21ai_0 11, buf_6 8, buf_12 1
buf_2 19, o21bai_1 2, clkbuf_1 18, dfrtp_1 3
a21boi_0 1, o21a_1 1, nand2_1 7, clkbuf_2 4
o22ai_1 64, nor2_8 1, a21oi_1 3, and2_1 66
clkbuf_4 2, nor3_1 2, nor2b_1 2, buf_1 3
nor2_4 1, inv_2 1, o211ai_1 8, buf_4 72
nand4bb_1 1, nand3_1 2, inv_1 9, a22o_1 6
a22oi_1 16, nand3b_1 3, dfstp_2 1, nand3_2 1
or3_1 2, conb_1 1
layer usage:
metal  global-route usage, %  part of all wire (%)
met1                   17.40                    41
met2                   23.43                    49
met3                   3.937                   8.7
met4                   1.660                   1.2
met5                       0                     0
power by group through the flow:
stage,Clock [W],Combinational [W],Sequential [W]
final,0.000129,0.00102,0.0000559
after global routing,0.000131,0.00111,0.0000580
after CTS,0.000130,0.00104,0.0000561
Power and IR drop assume default switching activity.
