==> flow/design.v <==
module ExecuteForwarding(p0, p1, p0Addr, p1Addr, regAddr_EX_MEM, regWe_EX_MEM, aluResult_EX_MEM, jal_EX_MEM, pcNext_EX_MEM, memRe_EX_MEM, regAddr_MEM_WB, regWe_MEM_WB, aluResult_MEM_WB, jal_MEM_WB, pcNext_MEM_WB, memRe_MEM_WB, memData_MEM_WB, writeData_WB, writeAddr_WB, writeEnable_WB, forwardP0, forwardP1, forwardStall);
  input [15:0] p0, p1, aluResult_EX_MEM, pcNext_EX_MEM, aluResult_MEM_WB, pcNext_MEM_WB, memData_MEM_WB, writeData_WB;
  input [3:0] p0Addr, p1Addr, regAddr_EX_MEM, regAddr_MEM_WB, writeAddr_WB;
  input regWe_EX_MEM, jal_EX_MEM, memRe_EX_MEM, regWe_MEM_WB, jal_MEM_WB, memRe_MEM_WB, writeEnable_WB;
  output [15:0] forwardP0, forwardP1;
  output forwardStall;
  wire [15:0] memoryForwarding, writeBackForwarding;
  assign memoryForwarding = jal_EX_MEM ? pcNext_EX_MEM : aluResult_EX_MEM;
  assign writeBackForwarding = jal_MEM_WB ? pcNext_MEM_WB : (memRe_MEM_WB ? memData_MEM_WB : aluResult_MEM_WB);
  assign forwardP0 = (p0Addr == 4'b0000) ? p0 : 
                     (regWe_EX_MEM && (p0Addr == regAddr_EX_MEM) && !(regWe_MEM_WB && memRe_MEM_WB && (p0Addr == regAddr_MEM_WB))) ? memoryForwarding :
                     (regWe_MEM_WB && (p0Addr == regAddr_MEM_WB)) ? writeBackForwarding:
                     (writeEnable_WB && (p0Addr == writeAddr_WB)) ? writeData_WB :
                      p0;
  assign forwardP1 = (p1Addr == 4'b0000) ? p1 : 
                     (regWe_EX_MEM && (p1Addr == regAddr_EX_MEM) && !(regWe_MEM_WB && memRe_MEM_WB && (p1Addr == regAddr_MEM_WB))) ? memoryForwarding :
                     (regWe_MEM_WB && (p1Addr == regAddr_MEM_WB)) ? writeBackForwarding :
                     (writeEnable_WB && (p1Addr == writeAddr_WB)) ? writeData_WB :
                      p1;
  assign forwardStall = (regWe_EX_MEM && 
                        (((p0Addr == regAddr_EX_MEM) && memRe_EX_MEM && 
                        !(regWe_MEM_WB && memRe_MEM_WB && (p0Addr == regAddr_MEM_WB))) || 
                        ((p1Addr == regAddr_EX_MEM) && memRe_EX_MEM &&
                        !(regWe_MEM_WB && memRe_MEM_WB && (p1Addr == regAddr_MEM_WB)))));
endmodule
==> flow/run.sh <==
#!/bin/bash
# OpenROAD 26Q1-2900-gdf79404cd8, Yosys 0.63+post, stock flow scripts
make -C /OpenROAD-flow-scripts/flow DESIGN_CONFIG=/design/flow/config.mk WORK_HOME=/design/flow/orfs finish
==> flow/config.mk <==
export PLATFORM = sky130hd
export DESIGN_NAME = ExecuteForwarding
export DESIGN_NICKNAME = ExecuteForwarding
export VERILOG_FILES = /design/flow/design.v
export SDC_FILE = /design/flow/constraint.sdc
export NUM_CORES = 4
export LEC_CHECK = 1
export CORE_UTILIZATION = 30
==> flow/constraint.sdc <==
current_design ExecuteForwarding

set clk_period 5.5
set clk_io_pct 0.2

create_clock -name clk0 -period $clk_period

set non_clock_inputs [all_inputs -no_clocks]
set_input_delay [expr $clk_period * $clk_io_pct] -clock clk0 $non_clock_inputs
set_output_delay [expr $clk_period * $clk_io_pct] -clock clk0 [all_outputs]
==> GITHUB_STEP_SUMMARY <==
## PnR job results

| Metric | Value |
|---|---|
| Status | finished, final reports clean |
| GP Congestion | between 0.9 and 1 |
| Setup TNS | 0 ps |
| Detail Route Antenna Nets | 0 |
| Ant diodes | 0 |
| Final Util | between 50% and 60% |
| Max cap viols | 0 |
| Yosys xor share | around a tenth |
| Peak supply drop | ~0.047 mV |
| # IOs | about 190 |
| Crit path max fanout | 11 |
| Buf/Inv on CP | 3 |
| Antenna violations before repair | 0 |
| CP peak stage delay | ~560 ps |
| CP startpoint kind | primary input |
| DR vias/cell | 5.190 |
| CTS Hold Bufs | 0 |
| Drt wl/cell | approximately 18 um |
| Ys cells | just under 300 |
| Cells after DPL | ~560 |
| Count of cell types in the netlist | about 51 |
| PwrDens | ~79 mW/mm2 |
| F_max | approximately 0.20 GHz |
| CP top delay family | buffers and inverters |
| Core area | 0.007214 mm2 |
| Vias in the first global route | between 2000 and 3000 |
| Yosys aoi share | approximately a third |
| DIE HEIGHT | ~88 um |
| Vias | ~3000 |
| First-pass GRT wire length | about 15000 um |
| CP most frequent cell | clkdlybuf4s50_1 |
| Final hold viol count | 0 |
| DR pass1 iterations | 4 |
| Die X | 88.07 um |
| Post-synth mux share | 13.57% |
| Worst setup path class | in -> out |
| Register share after synthesis | 0% |
| OpenROAD warning count | 33 |
| Critical path's slowest cell | clkdlybuf4s50_1 |
| Total track usage | roughly 25% |
| Avg Cell Area, Syn | about 7.7 um2 |
| Largest net degree at the start of global routing | 21 |
| Type of the worst min-delay path | in -> out |
| Flop count | 0 |
| Clock buffers | 0 |
| Worst-Margin Slew | between 600 and 700 ps |
| Fill count | around 690 |
| Yosys Warn Count | 0 |
| Arrival time at the worst endpoint | about 3900 ps |
| Finish-stage setup viols | 0 |
| Share of cells above drive strength 1 | 11.18% |
| Pre-Place Util | a little under a third |
| Area occupied by registers | 0 um2 |
| Adder share | 0% |
| Comb area leader | AND-OR/OR-AND gates |
| IO buf count | about 190 |
| Post_cts resized | 0 |
| Post-DP HPWL | roughly 8400 um |
| Critical-path cell list | clkdlybuf4s50_1, nor4_1, or3_1, buf_4, nor3b_1, a2111oi_0, clkdlybuf4s50_1 |
| Syn Std Cell Area | around 0.0022 mm2 |
| Layout area overhead | 87.67% |
| Post-route insts no fill | around 560 |
| Starting DRC count in detailed routing | ~130 |
| Synth Area in Simple Gates | between 20% and 30% |
| Total chip power | around 330 uW |
| Final worst path period need | around 5000 ps |
| Worst setup EP type | output port |
| FP Rows | 31 |
| RSZ-0062 raised after global routing | false |
| Fin crit share | about nine tenths |
| Leak Pwr | about 0.0015 uW |
| Routed Wire Length | 9962 um |
| Area reported by Yosys stat | 0.002222 mm2 |
| Cell count after synthesis | ~290 |
| Fin. max-slew vios | 0 |
| Remaining DRCs | 0 |
| Postcts setup bufs | 0 |
| Chip area | 0.007755 mm2 |
| Gr ovfl total | 0 |
| Required @ worst endpoint | about 4400 ps |
| Slew HR | 59.23% |
-- stage by stage --
step           cell area [um2]  hold WS (ps)  setup WS, ps
3_5_place_dp              4170          3110         566.5
6_report                  4170          3109         529.7
3_3_place_gp              4170          3115         554.3
5_1_grt                   4170          3127         293.7
2_1_floorplan             2222          2268          2084
4_1_cts                   4170          3115         536.3
-- path summary, 6_finish.rpt --
kind | startpoint | endpoint | slack, ps | cells after the start
worst max-delay path | p0Addr[1] | forwardP0[1] | 530 | 7
worst min-delay path | memRe_EX_MEM | forwardStall | 3110 | 3
-- per-layer routing --
metal / part of all wire, % / track usage (%)
met1: 45 / 37.34
met5: 0 / 0
met4: 0.62 / 1.466
met3: 8.5 / 2.863
met2: 45 / 40.87
-- worst min-delay path, delay by kind of cell --
family	cells	cell delay, ps
AND/OR/NAND/NOR	1	130
buffers and inverters	2	780
-- layout make-up --
type,instances,area [um2],area share [%]
tap,99,123.9,2.970
timing repair buffer,200,1972,47.28
multi-input combinational,234,1958,46.95
inverter,31,116.4,2.790
-- Yosys cell counts (4+ instances only) --
cell	instances	share of area, %
or3_1	4	1.1
buf_2	7	1.6
xnor2_1	14	5.5
inv_1	31	5.2
o221ai_2	10	6.8
a2111oi_0	6	2.4
nor2_1	14	2.4
nor3b_1	26	8.8
xor2_1	7	2.8
nand2_1	7	1.2
clkbuf_1	5	0.84
buf_4	6	2.0
buf_6	5	2.5
o22a_1	13	5.1
a2111oi_2	11	7.4
nor3_1	22	5.0
a21oi_1	13	2.9
mux2i_1	29	13
nand3_1	14	3.2
-- logic make-up after synthesis --
family          count (synthesis)
compound gates                 75
simple gates                  105
mux                            30
buf+inv                        55
xor+xnor                       24
-- layout by cell type, fill, tap and decap left out, drive strengths merged, types with 3 or more instances in the layout --
cell type        n
nor4             3
nor3b           26
nand3           16
inv             31
a2111oi         18
nor2b            3
mux2i           29
or3              4
o22a            13
clkdlybuf4s50  188
o221ai          13
nor2            14
xor2             7
a211o            3
xnor2           17
nand2            8
o21ai            4
a21oi           13
buf             12
nor3            24
-- where the power goes --
part           internal [uW]  switching, uW
Sequential                 0              0
Clock                      0              0
Combinational            209            119
Total                    209            119
Power figures rest on the tool's default switching activity, not on a simulated workload.
